### ./config.mk
export PLATFORM = sky130hd
export DESIGN_NAME = sync_fifo
export DESIGN_NICKNAME = sync_fifo
export VERILOG_FILES = /design/flow/design.v
export SDC_FILE = /design/flow/constraint.sdc
export NUM_CORES = 4
export LEC_CHECK = 1
export CORE_UTILIZATION = 40
### ./constraint.sdc
current_design sync_fifo

set clk_period 3.1
set clk_io_pct 0.2

create_clock -name clk0 -period $clk_period [get_ports {clk}]

set non_clock_inputs [all_inputs -no_clocks]
set_input_delay [expr $clk_period * $clk_io_pct] -clock clk0 $non_clock_inputs
set_output_delay [expr $clk_period * $clk_io_pct] -clock clk0 [all_outputs]
### ./design.v
`timescale 1ns/10ps
interface avl_if 
#(
    parameter ADDR_WIDTH=32,
    parameter DATA_BYTES=4
); 
    logic                    waitrequest;
    logic   [ADDR_WIDTH-1:0] address;
    logic                    read;
    logic                    write;
    logic [DATA_BYTES*8-1:0] writedata;
    logic   [DATA_BYTES-1:0] byteenable;
    logic              [7:0] burstcount;
    logic                    readdatavalid;
    logic [DATA_BYTES*8-1:0] readdata;
  modport master
  (
    input  waitrequest,
    output address,
    output read,
    output write,
    output writedata,
    output byteenable,
    output burstcount,
    input  readdatavalid,
    input  readdata
  ) ;
  modport slave
  (
    output waitrequest,
    input  address,
    input  read,
    input  write,
    input  writedata,
    input  byteenable,
    input  burstcount,
    output readdatavalid,
    output readdata
  ) ;
endinterface
`timescale 1ns/10ps
interface avlst_if 
    #(
        parameter ADDR_WIDTH=32,
        parameter DATA_BYTES=4
    );
    logic                    ready;
    logic                    valid;
    logic [DATA_BYTES*8-1:0] data; 
    logic                    startofpacket;
    logic                    endofpacket;
  modport master (
    output valid,
    input  ready,
    output data,
    output startofpacket,
    output endofpacket
  ) ;
  modport slave (
    input  valid,
    output ready,
    input  data,
    input  startofpacket,
    input  endofpacket
  ) ;
endinterface
`default_nettype none
interface video_if() ;
logic CLK;
logic HS;
logic VS;
logic BLANK;
logic [23:0] RGB;
modport master (
         output CLK,
         output HS,
         output VS,
         output BLANK,
         output RGB
) ;
modport slave (
         input CLK,
         input HS,
         input VS,
         input BLANK,
         input RGB
) ;
endinterface
`timescale 1ns/10ps
interface wshb_if #(parameter DATA_BYTES=4) (input logic clk, input logic rst) ;
  logic                      cyc;
  logic                      stb;
  logic  [31:0]              adr ;
  logic                      we;
  logic  [8*DATA_BYTES-1:0]  dat_ms;
  logic  [DATA_BYTES-1:0]    sel;
  logic [2:0]                cti;
  logic [1:0]                bte;
  logic                      ack;
  logic  [8*DATA_BYTES-1:0]  dat_sm;
  logic                      err;
  logic                      rty;
  modport master (
    output cyc ,
    output stb ,
    output adr ,
    output we  ,
    output dat_ms,
    output sel ,
    output cti ,
    output bte ,
    input  ack ,
    input  dat_sm,
    input  err ,
    input  rty ,
    input  clk,
    input  rst
  ) ;
  modport slave (
    input  cyc ,
    input  stb ,
    input  adr ,
    input  we,
    input  dat_ms,
    input  sel ,
    input  cti,
    input  bte,
    output ack ,
    output dat_sm,
    output err ,
    output rty ,
    input  clk,
    input  rst
  ) ;
endinterface
module sync_fifo #(
    parameter WIDTH        = 8,
    parameter DEPTH        = 8,
    parameter ALMOST_EMPTY = 1,
    parameter ALMOST_FULL  = DEPTH-1
)
(
  input         clk,
  input         reset,
  input  [WIDTH-1:0]  wdata,
  input         write,
  input         read,      
  output [WIDTH-1:0]  rdata,
  output        empty,
  output        full,
  output        almost_full,
  output        almost_empty
  );
  localparam AWIDTH = $clog2(DEPTH);
  reg                full_in = 1'b0;
  reg               empty_in = 1'b1;
  reg   [AWIDTH-1:0]  rd_ptr = '0;
  reg   [AWIDTH-1:0]  wr_ptr = '0;
  reg   [AWIDTH-1:0]  usedw_in ='0;
  reg   [WIDTH-1:0]  mem[DEPTH-1:0];
  always @(posedge clk)
  if(reset)
  begin
      wr_ptr      <= '0;
      mem[wr_ptr] <= '0;
  end
  else if(write && ~full_in)
  begin
      wr_ptr      <= wr_ptr + 1'b1;
      mem[wr_ptr] <= wdata;
  end
  always @(posedge clk or posedge reset)
  if(reset)
      rd_ptr <= '0;
  else if(read && ~empty_in)
      rd_ptr <= rd_ptr + 1'b1;
  always @(posedge clk or posedge reset)
  if(reset)
      full_in <= 1'b0;
  else if((~read&&write) && ((wr_ptr==rd_ptr-1'b1) || (rd_ptr=='0 && wr_ptr=='1)))
      full_in <= 1'b1;
  else if(full_in && read)
    full_in <= 1'b0;
  always @(posedge clk or posedge reset)
  if(reset)
      empty_in <= 1'b1;
  else if((read&&~write) && ((rd_ptr==wr_ptr-1'b1) || (rd_ptr=='1 && wr_ptr=='0)))
      empty_in <= 1'b1;
  else if(empty_in && write)
      empty_in <= 1'b0;
  always @(posedge clk or posedge reset)
  if(reset)
      usedw_in <= '0;
  else if(write && ~read)
      usedw_in <= wr_ptr + 1'b1;
  else if(write && read)
      usedw_in <= wr_ptr - rd_ptr + 1'b1;
  else if(~write && read)
      usedw_in <= usedw_in - 1'b1;
  else
      usedw_in <= '0;
  assign full  = full_in;
  assign empty = empty_in;
  assign rdata = mem[rd_ptr];
  assign almost_full  = (usedw_in == ALMOST_FULL); 
  assign almost_empty = (usedw_in == ALMOST_EMPTY); 
endmodule
### ./run.sh
#!/bin/bash
# OpenROAD 26Q1-2900-gdf79404cd8, Yosys 0.63+post, stock flow scripts
make -C /OpenROAD-flow-scripts/flow DESIGN_CONFIG=/design/flow/config.mk WORK_HOME=/design/flow/orfs finish
==> results.json <==
{
  "dieArea_um2": 8690,
  "start_kind": "register",
  "finalPower_mw": 3.21,
  "crit_chain": "buf_4 -> mux4_1 -> nand2_1 -> nand2_1 -> clkdlybuf4s50_1",
  "hold_buffers": 0,
  "fin_setup_tns_ns": 0,
  "detail_route.vias_per_cell": 5.08,
  "critPathSlowestCell": "mux4_1",
  "crit_buf_inv": 2,
  "drt.antenna.violating_nets": 0,
  "drt_iter0_markers": 85,
  "critPathMaxFanout": 10,
  "max_slew_margin_pct": 64.7,
  "postLayoutCoreUtil_pct": 49.6,
  "drcViolationCount": 0,
  "synth_area_um2": 3330,
  "hpwl_mm": 4.38,
  "die_h_um": 93.2,
  "portBuffers": 23,
  "ys_types": 33,
  "rows": 32,
  "synthTopCellsByArea": "edfxtp_1 58%, mux4_2 6.1%, mux4_1 5.5%",
  "antenna_found_initial": 0,
  "die_w_um": 93.2,
  "yosys.area.top_type": "edfxtp_1",
  "critical_path.top_delay_family": "buffers and inverters",
  "setup_viol": 0,
  "core-area_um2": 7890,
  "antenna_cells": 0,
  "p_int_mw": 2.25,
  "post-route-period-util_pct": 88.8,
  "areaGrowthSynthToFinish_pct": 17.7,
  "io_pins": 24,
  "avgSynthCellArea_um2": 15.9,
  "cts_resized": 0,
  "rsz0062_at_grt": "no",
  "post-route-min-period_ns": 2.75,
  "cellPowerDensity_nw_per_um2": 820,
  "critPathCaptureType": "primary output",
  "ys_cells": 209,
  "final_max_slew_viol_count": 0,
  "fp_util_pct": 42.2,
  "synth-edff-count": 64,
  "drive_above_1_share_pct": 15.8,
  "grt-ovfl-total": 0,
  "fin_skew_ns": 0.00604,
  "pwr-share-comb_pct": 35.7,
  "combGateArea_um2": 1030,
  "htreeDepth": 3,
  "synthCells": 209,
  "path_clk_slew_ns": 0.08,
  "max_freq_mhz": 363,
  "gr-usage-all-layers_pct": 17.5,
  "ff_type": "edfxtp_1",
  "required_ns": 2.48,
  "clk_path_buf_depth": 2,
  "max_stage_delay_ns": 0.61,
  "cts_root_buf": "clkbuf_8",
  "clkPwrFrac_pct": 22.8,
  "cts_setup_buffers": 0,
  "cts_tree": "yes",
  "hold_viol": 0,
  "p_sw_mw": 0.962,
  "cts.sinks": 75,
  "numSynthFlops": 75,
  "ys_seq_share_pct": 65.6,
  "maxCapViolCount": 0,
  "p_seq_share_pct": 41.5,
  "crit_arrival_ns": 2.13,
  "p_sw_share_pct": 30.0,
  "hold_class": "reg -> reg",
  "place_congestion": 0.822,
  "post-synth-top-area-fraction_pct": 57.8,
  "via_count": 1804,
  "ir_worst_vdd_mv": 0.285,
  "ys_area_um2": 3330,
  "grt_pass1_vias": 1931,
  "grt_max_degree": 21,
  "cts_buffers": 9,
  "avgRoutedWirePerCell_um": 18.3,
  "drtPass1Iterations": 4,
  "worst_pin_slew_ns": 0.529,
  "fill_cells": 648,
  "log.warning_count": 31,
  "status": "finished clean",
  "clkLatencyLatePin_ns": 0.34,
  "drt_wl_total_mm": 6.48,
  "path_common_cell": "nand2_1",
  "synth-async-reset-ratio_pct": 10.7,
  "p_leak_nw": 1.50,
  "criticalPathCategory": "reg -> out",
  "yosys_warnings": 1,
  "grt_pass1_wl_mm": 10.4,
  "flop_area_um2": 2180
}
[placed cells by master, fill, tap and decap left out]
master,Yosys,layout
xor2_1,3,3
o21ai_0,2,2
nor2b_1,4,4
o21ai_1,4,4
clkbuf_8,0,9
buf_4,1,14
a41oi_1,2,2
inv_1,10,10
xnor2_2,1,1
mux4_1,7,7
xnor2_1,6,6
mux4_2,9,9
o22ai_1,1,1
dfxtp_1,3,3
inv_2,1,1
and2_1,1,1
o32ai_1,1,1
dfrtp_1,7,7
clkinv_2,0,1
and3_1,8,8
dfstp_2,1,1
clkdlybuf4s50_1,0,23
edfxtp_1,64,64
a22oi_1,1,1
nor3_1,2,2
nand3b_1,1,1
ha_1,14,14
and2b_1,1,1
clkbuf_1,1,1
inv_6,0,1
nand2_1,32,32
mux2i_1,3,3
clkinv_4,0,2
nor2_1,9,9
a22o_1,2,2
bufinv_16,0,1
clkinv_1,0,1
[metrics by stage]
step	worst slack, ns	cell area (um^2)	hold slack [ns]	std cells
after floorplan	1.03	3330	0.475	209
after global placement	0.721	3720	0.610	339
after detailed placement	0.667	3720	0.613	339
after CTS	0.318	3920	0.642	355
after global routing	0.226	3920	0.661	355
final	0.348	3920	0.630	355
[synthesized netlist by cell type, drive strengths merged (2+ instances only)]
cell type  number
mux2i           3
o21ai           6
nand2          32
a41oi           2
ha             14
xnor2           7
and3            8
edfxtp         64
inv            11
nor3            2
nor2            9
xor2            3
mux4           16
dfxtp           3
nor2b           4
buf             8
dfrtp           7
a22o            2
[metal layers]
layer | GRT usage [%] | vias to the layer above | wire (um)
li1 | - | 859 | -
met1 | 27.4 | 882 | 2900
met2 | 27.1 | 58 | 3100
met3 | 5.13 | 5 | 411
met4 | 2.69 | 0 | 72
met5 | 0 | - | 0
[layout make-up]
type / count / area share, %
clock buffer: 10 / 3.26
clock inverter: 6 / 1.66
inverter: 11 / 1.05
multi-input combinational: 114 / 26.4
sequential: 75 / 55.8
tap: 102 / 3.26
timing repair buffer: 37 / 8.57
[path summary, 6_finish.rpt]
| path | from | to | slack [ns] | cells after the start |
|---|---|---|---|---|
| setup / recovery | rd_ptr[0] | rdata[5] | 0.35 | 5 |
| setup reg to reg | wr_ptr[1] | usedw_in[2] | 1.37 | 7 |
| hold reg to reg | empty_in | empty_in | 0.63 | 2 |
| min in group asynchronous | reset | usedw_in[0] | 0.82 | 2 |
| hold / removal | empty_in | empty_in | 0.63 | 2 |
| max in group asynchronous | reset | empty_in | 1.92 | 2 |
[power groups by stage]
stage     Sequential [mW]  Combinational (mW)  Clock (mW)
4_1_cts              1.34                1.17       0.758
5_1_grt              1.35                1.28       0.799
6_report             1.33                1.15       0.731
[cells by family (layout without fill, tap and decap cells)]
logic type | Yosys count | count (layout) | share of synthesized area (%)
DFF | 75 | 75 | 65.6
and+or+nand+nor | 58 | 58 | 7.82
buffers and inverters | 20 | 64 | 3.27
muxes | 19 | 19 | 12.5
adders and majority gates | 14 | 14 | 5.27
AOI/OAI and AO/OA | 13 | 13 | 2.63
xor gates and xnor gates | 10 | 10 | 2.86
[state kept, by name, summed over array words and instances, names as in the netlist]
name / cells
mem: 64
rd_ptr: 3
wr_ptr: 3
empty_in: 1
usedw_in: 3
full_in: 1
[worst register-to-register path, stage by stage (launching register included)]
cell and delay [ns]:
dfxtp_1 0.51, inv_1 0.16, ha_1 0.30, inv_1 0.04, ha_1 0.20, xnor2_1 0.16, xnor2_1 0.15, o21ai_1 0.10
Power and IR drop assume default switching activity.
