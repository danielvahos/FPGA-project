--- flow/config.mk ---
export PLATFORM = sky130hd
export DESIGN_NAME = I2C_HDMI_Config
export DESIGN_NICKNAME = I2C_HDMI_Config
export VERILOG_FILES = /design/flow/design.v
export SDC_FILE = /design/flow/constraint.sdc
export NUM_CORES = 4
export LEC_CHECK = 1
export CORE_UTILIZATION = 40
--- flow/constraint.sdc ---
current_design I2C_HDMI_Config

set clk_period 2.0
set clk_io_pct 0.2

create_clock -name clk0 -period $clk_period [get_ports {iCLK}]

set non_clock_inputs [all_inputs -no_clocks]
set_input_delay [expr $clk_period * $clk_io_pct] -clock clk0 $non_clock_inputs
set_output_delay [expr $clk_period * $clk_io_pct] -clock clk0 [all_outputs]
--- flow/design.v ---
`timescale 1ns/10ps
interface avl_if 
#(
    parameter ADDR_WIDTH=32,
    parameter DATA_BYTES=4
); 
    logic                    waitrequest;
    logic   [ADDR_WIDTH-1:0] address;
    logic                    read;
    logic                    write;
    logic [DATA_BYTES*8-1:0] writedata;
    logic   [DATA_BYTES-1:0] byteenable;
    logic              [7:0] burstcount;
    logic                    readdatavalid;
    logic [DATA_BYTES*8-1:0] readdata;
  modport master
  (
    input  waitrequest,
    output address,
    output read,
    output write,
    output writedata,
    output byteenable,
    output burstcount,
    input  readdatavalid,
    input  readdata
  ) ;
  modport slave
  (
    output waitrequest,
    input  address,
    input  read,
    input  write,
    input  writedata,
    input  byteenable,
    input  burstcount,
    output readdatavalid,
    output readdata
  ) ;
endinterface
`timescale 1ns/10ps
interface avlst_if 
    #(
        parameter ADDR_WIDTH=32,
        parameter DATA_BYTES=4
    );
    logic                    ready;
    logic                    valid;
    logic [DATA_BYTES*8-1:0] data; 
    logic                    startofpacket;
    logic                    endofpacket;
  modport master (
    output valid,
    input  ready,
    output data,
    output startofpacket,
    output endofpacket
  ) ;
  modport slave (
    input  valid,
    output ready,
    input  data,
    input  startofpacket,
    input  endofpacket
  ) ;
endinterface
`default_nettype none
interface video_if() ;
logic CLK;
logic HS;
logic VS;
logic BLANK;
logic [23:0] RGB;
modport master (
         output CLK,
         output HS,
         output VS,
         output BLANK,
         output RGB
) ;
modport slave (
         input CLK,
         input HS,
         input VS,
         input BLANK,
         input RGB
) ;
endinterface
`timescale 1ns/10ps
interface wshb_if #(parameter DATA_BYTES=4) (input logic clk, input logic rst) ;
  logic                      cyc;
  logic                      stb;
  logic  [31:0]              adr ;
  logic                      we;
  logic  [8*DATA_BYTES-1:0]  dat_ms;
  logic  [DATA_BYTES-1:0]    sel;
  logic [2:0]                cti;
  logic [1:0]                bte;
  logic                      ack;
  logic  [8*DATA_BYTES-1:0]  dat_sm;
  logic                      err;
  logic                      rty;
  modport master (
    output cyc ,
    output stb ,
    output adr ,
    output we  ,
    output dat_ms,
    output sel ,
    output cti ,
    output bte ,
    input  ack ,
    input  dat_sm,
    input  err ,
    input  rty ,
    input  clk,
    input  rst
  ) ;
  modport slave (
    input  cyc ,
    input  stb ,
    input  adr ,
    input  we,
    input  dat_ms,
    input  sel ,
    input  cti,
    input  bte,
    output ack ,
    output dat_sm,
    output err ,
    output rty ,
    input  clk,
    input  rst
  ) ;
endinterface
module I2C_Controller (
	input  CLOCK,
	input  [23:0]I2C_DATA,	
	input  GO,
	input  RESET,	
	input  W_R,
 	inout  I2C_SDAT,	
	output I2C_SCLK,
	output END,	
	output ACK
);
wire SDAO ; 
assign I2C_SDAT = SDAO?1'bz :0  ; 
I2C_WRITE_WDATA  wrd(
   .RESET_N  ( RESET),
	.PT_CK    ( CLOCK),
	.GO       ( GO   ),
	.END_OK   ( END  ),
	.ACK_OK   ( ACK  ),
	.BYTE_NUM ( 2    ),   
	.SDAI     ( I2C_SDAT ), 
	.SDAO     ( SDAO     ), 
	.SCLO     ( I2C_SCLK ),	
	.SLAVE_ADDRESS( I2C_DATA[23:16] ),
	.REG_DATA     ( I2C_DATA[15:0]  )	
);	
endmodule
module I2C_HDMI_Config (
    input wire    iCLK,
    input wire    iRST_N,
    output wire   I2C_SCLK,
    inout  wire   I2C_SDAT,
    input  wire   HDMI_TX_INT,
    output reg    READY  
);
reg    [15:0]  mI2C_CLK_DIV;
reg    [23:0]  mI2C_DATA;
reg            mI2C_CTRL_CLK;
reg            mI2C_GO;
wire           mI2C_END;
wire           mI2C_ACK;
reg    [15:0]  LUT_DATA;
reg    [5:0]   LUT_INDEX;
reg    [3:0]   mSetup_ST;
parameter    CLK_Freq = 100_000_000;     
parameter    I2C_Freq = 20_000;         
parameter    LUT_SIZE = 31;
always@(posedge iCLK or negedge iRST_N)
begin
    if(!iRST_N)
    begin
        mI2C_CTRL_CLK    <=    0;
        mI2C_CLK_DIV    <=    0;
    end
    else
    begin
        if( mI2C_CLK_DIV    < (CLK_Freq/I2C_Freq) )
            mI2C_CLK_DIV    <=    mI2C_CLK_DIV+1;
        else
        begin
            mI2C_CLK_DIV    <=    0;
            mI2C_CTRL_CLK    <=    ~mI2C_CTRL_CLK;
        end
    end
end
I2C_Controller     u0    (    .CLOCK(mI2C_CTRL_CLK),     
                        .I2C_SCLK(I2C_SCLK),                 
                              .I2C_SDAT(I2C_SDAT),                 
                        .I2C_DATA(mI2C_DATA),             
                        .GO(mI2C_GO),                         
                        .END(mI2C_END),                     
                        .ACK(mI2C_ACK),                     
                        .RESET(iRST_N)    );
always@(posedge mI2C_CTRL_CLK or negedge iRST_N)
begin
    if(!iRST_N)
    begin
    READY<=0;
        LUT_INDEX    <=    0;
        mSetup_ST    <=    0;
        mI2C_GO        <=    0;
    end
    else
    begin
        if(LUT_INDEX<LUT_SIZE)
        begin
        READY<=0;
            case(mSetup_ST)
            0:    begin
                    mI2C_DATA    <=    {8'h72,LUT_DATA};
                    mI2C_GO        <=    1;
                    mSetup_ST    <=    1;
                end
            1:    begin
                    if(mI2C_END)
                    begin
                        if(!mI2C_ACK)
                        mSetup_ST    <=    2;
                        else
                        mSetup_ST    <=    0;                            
                        mI2C_GO        <=    0;
                    end
                end
            2:    begin
                    LUT_INDEX    <=    LUT_INDEX+1;
                    mSetup_ST    <=    0;
                end
            endcase
        end
        else
        begin
          READY<=1; 
          if(!HDMI_TX_INT)
          begin
            LUT_INDEX <= 0;
          end
          else
            LUT_INDEX <= LUT_INDEX;
        end
    end
end
always@(*)
begin
    case(LUT_INDEX)
    0    :    LUT_DATA    =    16'h9803;   
    1    :    LUT_DATA    =    16'h0100;   
    2    :    LUT_DATA    =    16'h0218;   
    3    :    LUT_DATA    =    16'h0300;   
    4    :    LUT_DATA    =    16'h1470;   
    5    :    LUT_DATA    =    16'h1520;   
    6    :    LUT_DATA    =    16'h1630;   
    7    :    LUT_DATA    =    16'h1846;   
    8    :    LUT_DATA    =    16'h4080;   
    9    :    LUT_DATA    =    16'h4110;   
    10    :    LUT_DATA    =    16'h49A8;   
    11    :    LUT_DATA    =    16'h5510;   
    12    :    LUT_DATA    =    16'h5608;   
    13    :    LUT_DATA    =    16'h96F6;   
    14    :    LUT_DATA    =    16'h7307;   
    15    :    LUT_DATA    =    16'h761f;   
    16    :    LUT_DATA    =    16'h9803;   
    17    :    LUT_DATA    =    16'h9902;   
    18    :    LUT_DATA    =    16'h9ae0;   
    19    :    LUT_DATA    =    16'h9c30;   
    20    :    LUT_DATA    =    16'h9d61;   
    21    :    LUT_DATA    =    16'ha2a4;   
    22    :    LUT_DATA    =    16'ha3a4;   
    23    :    LUT_DATA    =    16'ha504;   
    24    :    LUT_DATA    =    16'hab40;   
    25    :    LUT_DATA    =    16'haf16;   
    26    :    LUT_DATA    =    16'hba60;   
    27    :    LUT_DATA    =    16'hd1ff;   
    28    :    LUT_DATA    =    16'hde10;   
    29    :    LUT_DATA    =    16'he460;   
    30    :    LUT_DATA    =    16'hfa7d;   
    default:        LUT_DATA    =    16'h9803;
    endcase
end
endmodule
module I2C_WRITE_WDATA  (
   input  				RESET_N ,
	input      		  	PT_CK,
	input      		  	GO,
	input      [15:0] REG_DATA,
	input      [7:0] 	SLAVE_ADDRESS,	
	input            	SDAI,
	output reg       	SDAO,
	output reg       	SCLO,
	output reg       	END_OK,
	output reg [7:0] 	ST ,
	output reg [7:0] 	CNT,
	output reg [7:0] 	BYTE,
	output reg       	ACK_OK,
   input      [7:0]  BYTE_NUM   
);
reg   [8:0]A ;
reg   [7:0]DELY ;
always @( negedge RESET_N or posedge  PT_CK )begin
if (!RESET_N  ) ST <=0;
else 
	  case (ST)
	    0: begin   
		      SDAO   <=1; 
	         SCLO   <=1;
	         ACK_OK <=0;
	         CNT    <=0;
	         END_OK <=1;
	         BYTE   <=0;	
	         if (GO) ST  <=30 ;  
		    end	  
	    1: begin   
		      ST <=2 ; 
			   { SDAO,  SCLO } <= 2'b01; 
				A <= {SLAVE_ADDRESS ,1'b1 }; 
		    end
	    2: begin   
		      ST <=3 ; 
			   { SDAO,  SCLO } <= 2'b00; 
		    end
	    3: begin  
		      ST <=4 ; 
			   { SDAO, A } <= { A ,1'b0 }; 
		    end
	    4: begin  
		      ST <=5 ; 
			   SCLO <= 1'b1 ; 
				CNT <= CNT +1 ;
		    end
	    5: begin  
			   SCLO <= 1'b0 ; 
			   if (CNT==9) begin
				     if ( BYTE == BYTE_NUM )  ST <= 6 ; 
					  else  begin 
					           CNT <=0 ; 
					           ST <= 2 ;
					                if ( BYTE ==0 ) begin BYTE <=1  ; A <= {REG_DATA[15:8] ,1'b1 }; end 
					           else if ( BYTE ==1 ) begin BYTE <=2  ; A <= {REG_DATA[7:0] ,1'b1 }; end 
							  end
					  if (SDAI ) ACK_OK <=1 ; 
				 end
				 else ST <= 2;
		    end
	    6: begin           
		      ST <=7 ; 
			   { SDAO,  SCLO } <= 2'b00; 
         end
	    7: begin           
		      ST <=8 ; 
			   { SDAO,  SCLO } <= 2'b01; 
         end
	    8: begin           
		      ST <=9 ; 
			   { SDAO,  SCLO } <= 2'b11; 
         end 
		9:	begin
		      ST     <= 30; 
				SDAO   <=1; 
	         SCLO   <=1;
	         CNT    <=0;
	         END_OK <=1;
	         BYTE   <=0;
		     end
		   30: begin
            if (!GO) ST  <=31;
          end			
		   31: begin   
		      END_OK<=0;
				ACK_OK<=0;
				ST    <=1;	
			end	
	  endcase 
 end
endmodule
--- flow/run.sh ---
#!/bin/bash
# OpenROAD 26Q1-2900-gdf79404cd8, Yosys 0.63+post, stock flow scripts
make -C /OpenROAD-flow-scripts/flow DESIGN_CONFIG=/design/flow/config.mk WORK_HOME=/design/flow/orfs finish
==> run summary <==
status: finished, final reports clean
Synth flops: 54
reg2reg end: mI2C_CTRL_CLK
First-pass DRT Iterations: 4
Post-Syn Area per Cell: 10.95 sq um
CP startpoint kind: flop
setup repair after global routing missed its margin: false
Post-synth EDFFs: 11
Ports: 6
GRT busiest layer: met1
H-Tree Level Count: 1
YS warnings: 5
CTS max path bufs: 2
Hold-fix buffers, CTS: 0
Inserted Diodes: 0
Crit. End Element: flop
Critical Path Sink: mI2C_CTRL_CLK
Die Y: 77.64 um
post-route ant nets: 0
GR Overflow Total: 0
most instantiated cells after synthesis: dfrtp_1 (38), nor2_1 (28), nand2_1 (21)
Routed WL: 3133 um
DRC viols: 0
Global Route Usage Sum: 0.1240
max cap viols: 0
via/cell ratio: 4.868
Insertion Delay late pin: 250 ps
GR Util met2: 0.1894
DR WL/cell: 10.88 um
endpoints left unconstrained: 50
Netlist cell types: 41
r2r setup slk: 210 ps
initial drt markers: 39
first-pass GRT wire length: 5934 um
Rows: 27
cells on worst reg2reg path: 4
met1 Usage GRT: 0.2070
post-layout period usage: 0.8946
VDD IR max: 0.3613 mV
Chip Width: 77.64 um
HP Class: in2async
FF/Latch Area: 1394 sq um
Leak: 1.002 nW
chip footprint: 6028 sq um
worst rel slew slack: 0.5430
area of the multi-input gates: 842.1 sq um
Crit path largest cell delay: 620 ps
DP HPWL: 2272 um
DP Cell Count: 284
post-CTS sizing: 0
cell with the most instances after synthesis: dfrtp_1
Area leader share: 0.4155
met3 Resource Use GR: 0.01912
PortBufs: 4
largest fanout on the critical path: 14
initial antenna violation count: 0
R2R Path Start: mI2C_CLK_DIV[5]
# Cells Yosys: 209
fill count: 516
post-synthesis sequential area ratio: 0.6091
tool warnings: 26
Worst setup startpoint: mI2C_CLK_DIV[5]
setup_tns: 0 ps
vias in the first global route: 1364
Root Buffer: clkbuf_8
Area Growth Syn to Fin: 7.162%
Crit Path Category: reg2reg
Non-Filler Instances: 288
WP data arrival: 1900 ps
core box area: 5507 sq um
Final min period: 1789 ps
Vias: 1402
Cell area leaders: dfrtp_1 (42%), edfxtp_1 (14%), nor2_1 (4.6%)
ratio of cells with drive above 1 in the final layout: 0.05093
YS chip area: 2288 sq um
Syn Inst Count: 209
Clock Pin Slew Worst Setup and Hold Paths: 70 ps
fmax: 558.9 MHz
Critical-path top delay cell: a2111o_1
CTS tree: done
post-synthesis cell area: 2288 sq um
Setup Viol. Count Final: 0
Critical Path RT: 2110 ps
Final Skew: 3.251 ps
number of CTS-inserted buffers: 3
max-slew violation count: 0
async set-reset flop share out of synthesis: 0.7407
Init Core Util: 0.4156
cell taking the most area after synthesis: dfrtp_1
register pins left without a clock: 37
largest net degree at the start of global routing: 38
postcts setup bufs: 0
actual slew at the worst max-slew pin: 684.1 ps
PD cells: 466.9 nW/um^2
main flop type: dfrtp_1
CP cell instances: nor4_1 > o21ai_1 > a2111o_1 > xor2_1
final count of hold timing violations: 0
routability cong.: 0.7849
cell families (layout without fill, tap and decap cells):
| kind of cell | after synthesis | in the layout | share of synthesized area |
|---|---|---|---|
| buf+inv | 14 | 18 | 0.02788 |
| fa+ha+maj | 4 | 4 | 0.02187 |
| xor+xnor | 17 | 17 | 0.06506 |
| compound gates | 29 | 29 | 0.08858 |
| other cells | 1 | 4 | 0.001639 |
| flops | 54 | 54 | 0.6091 |
| simple gates | 90 | 90 | 0.1859 |
layout by cell type (no fill, tap or decap), types with 4 or more instances in the layout:
master,netlist,routed
edfxtp_1,11,11
nor3_1,5,5
a31oi_1,5,5
inv_1,7,7
ha_1,4,4
conb_1,1,4
xnor2_1,10,10
dfrtp_1,38,38
and3_1,5,5
xor2_1,7,7
nand2_1,21,21
nor2_1,28,28
a21oi_1,4,4
o21ai_0,8,8
nand3_1,13,13
worst min-delay path by stage:
| stage | from | end | slack, ps | cells after the start |
|---|---|---|---|---|
| final | iRST_N | mI2C_CLK_DIV[8] | 170 | 1 |
| after global routing | iRST_N | mI2C_CLK_DIV[8] | 230 | 1 |
| after CTS | iRST_N | mI2C_CLK_DIV[8] | 190 | 1 |
critical path, delay by kind of cell (launching register included):
family	cells	cell delay [ps]
flops	1	420
simple gates	1	290
compound gates	2	730
xor+xnor	1	210
flip-flops by register name, indices dropped and copies added (netlist names), 3 cells and up:
name,count
u0.wrd.ST,12
u0.wrd.CNT,8
mI2C_CLK_DIV,16
mSetup_ST,3
LUT_INDEX,6
u0.wrd.BYTE,3
per-layer routing:
metal / part of all wire / wire, um
met4: 0.0038 / 12
met3: 0.023 / 73
met5: 0 / 0
met2: 0.43 / 1352
met1: 0.54 / 1695
area by class of cell:
| type | count | share of cell area |
|---|---|---|
| inverters | 8 | 0.01224 |
| clock buffers | 3 | 0.01684 |
| multi-input cells | 144 | 0.3434 |
| well taps | 72 | 0.03673 |
| clock inverters | 1 | 0.002041 |
| repair buffers | 6 | 0.02041 |
| flip-flops and latches | 54 | 0.5684 |
through the flow:
step,power [W],hold slack [ps],setup WS [ps],instance area (sq um),utilization
3_3_place_gp,0.0009150,456.7,233.7,2406,0.4369
5_1_grt,0.001197,233.1,111.6,2452,0.4454
4_1_cts,0.001165,193.7,189.2,2452,0.4454
6_report,0.001145,170.9,210.8,2452,0.4454
2_1_floorplan,0.0008367,104.4,466.9,2300,-
3_5_place_dp,0.0009114,459.5,216.5,2406,0.4369
where the power goes:
group	switching [W]	internal [W]	total, W
Clock	0.000111	0.000138	0.000249
Sequential	0.0000109	0.000748	0.000758
Combinational	0.000113	0.0000245	0.000137
Total	0.000235	0.000910	0.00114
Power figures rest on the tool's default switching activity, not on a simulated workload.
